## flow/config.mk

```make
export PLATFORM = sky130hd
export DESIGN_NAME = conflict_table
export DESIGN_NICKNAME = conflict_table
export VERILOG_FILES = /design/flow/design.v
export SDC_FILE = /design/flow/constraint.sdc
export NUM_CORES = 4
export LEC_CHECK = 1
export CORE_UTILIZATION = 30
```

## flow/constraint.sdc

```tcl
current_design conflict_table

set clk_period 3.5
set clk_io_pct 0.2

create_clock -name clk0 -period $clk_period [get_ports {clk}]

set non_clock_inputs [all_inputs -no_clocks]
set_input_delay [expr $clk_period * $clk_io_pct] -clock clk0 $non_clock_inputs
set_output_delay [expr $clk_period * $clk_io_pct] -clock clk0 [all_outputs]
```

## flow/design.v

```verilog
module conflict_table
# ( parameter DEPTH = 8,
    parameter DATA_WIDTH = 64,
    parameter HASH_WIDTH = 12 
  ) 
  ( input clk,
    input rst,
    input cs,
    input we,
    output match,
    input [DATA_WIDTH-1:0] data,
    input [HASH_WIDTH-1:0] hash_in,
    input [HASH_WIDTH-1:0] map_in,
    output [HASH_WIDTH-1:0] hash_out,
    output [HASH_WIDTH-1:0] map_out,
    output ct_full
  );
  reg [HASH_WIDTH-1:0] tmp_hash;
  reg [HASH_WIDTH-1:0] tmp_map;
  reg [DATA_WIDTH-1:0] mem_data [DEPTH];
  reg [HASH_WIDTH-1:0] mem_hash [DEPTH];
  reg [HASH_WIDTH-1:0] mem_map [DEPTH];
  wire [DEPTH-1:0] match_wires;
  reg [HASH_WIDTH-1:0] counter;
  wire [7:0] encoder_in;
  wire [2:0] encoder_out;
  assign  match_wires[7] = ((data == mem_data[7]) & (data != 0)) ? 1'b1 : 1'b0;
  assign  match_wires[6] = ((data == mem_data[6]) & (data != 0)) ? 1'b1 : 1'b0;
  assign  match_wires[5] = ((data == mem_data[5]) & (data != 0)) ? 1'b1 : 1'b0;
  assign  match_wires[4] = ((data == mem_data[4]) & (data != 0)) ? 1'b1 : 1'b0;
  assign  match_wires[3] = ((data == mem_data[3]) & (data != 0)) ? 1'b1 : 1'b0;
  assign  match_wires[2] = ((data == mem_data[2]) & (data != 0)) ? 1'b1 : 1'b0;
  assign  match_wires[1] = ((data == mem_data[1]) & (data != 0)) ? 1'b1 : 1'b0;
  assign  match_wires[0] = ((data == mem_data[0]) & (data != 0)) ? 1'b1 : 1'b0;
  assign encoder_out[2] = encoder_in[4] | encoder_in[5] | encoder_in[6] | encoder_in[7];
  assign encoder_out[1] = encoder_in[2] | encoder_in[3] | encoder_in[6] | encoder_in[7];
  assign encoder_out[0] = encoder_in[1] | encoder_in[3] | encoder_in[5] | encoder_in[7];
  initial begin
    counter <= 0;
    mem_data[7] <= 'h0;
    mem_data[6] <= 'h0;
    mem_data[5] <= 'h0;
    mem_data[4] <= 'h0;
    mem_data[3] <= 'h0;
    mem_data[2] <= 'h0;
    mem_data[1] <= 'h0;
    mem_data[0] <= 'h0;
  end
  always @ (posedge clk) begin
    if (!rst) begin  
	counter <= 0;
	mem_data[7] <= 'h0;
	mem_data[6] <= 'h0;
	mem_data[5] <= 'h0;
	mem_data[4] <= 'h0;
	mem_data[3] <= 'h0;
	mem_data[2] <= 'h0;
	mem_data[1] <= 'h0;
	mem_data[0] <= 'h0;
    end
  end
  always @ (posedge clk) begin
    if (cs & we & rst) begin
	mem_data[counter] <= data;
	mem_hash[counter] <= hash_in;
	mem_map[counter] <= map_in;
	if (counter != 3'b111)
	  counter <= counter + 1;
    end
    else if (cs & !we & rst) begin
	tmp_hash <= mem_hash[encoder_out];
	tmp_map <= mem_map[encoder_out];
    end
  end
  assign match = (|(match_wires) & cs);
  assign encoder_in[7:0] = match_wires[7:0];
  assign hash_out = cs & !we ? tmp_hash : 'hz;
  assign map_out = cs & !we ? tmp_map : 'hz;
  assign ct_full = (counter == 3'b111) ? 1 : 0;
endmodule 
```

## flow/run.sh

```bash
#!/bin/bash
# OpenROAD 26Q1-2900-gdf79404cd8, Yosys 0.63+post, stock flow scripts
make -C /OpenROAD-flow-scripts/flow DESIGN_CONFIG=/design/flow/config.mk WORK_HOME=/design/flow/orfs finish
```

==> impl_metrics.ini <==
; implementation run metrics
[final_timing]
fin_crit_sh_pct = 93.2
setup_violations = 0
skew_ns = 0.00431
fmax_ghz = 0.307
hold_violations = 0
finalCriticalPeriod_ns = 3.26
worst_pin_slew_ns = 0.536
worst_slack_ns = 0.238
rsz0062_at_grt = no
drv_slew = 0
max_slew_margin_pct = 64.3
hold_slack_ns = 0.416

[synthesis]
yosysUniqueCellTypes = 25
synth.avg_cell_area_sq_um = 15.4
topCellsByArea = edfxtp_1 71%, and2_1 8.4%, xnor2_1 6.7%, xor2_1 3.4%, nor4_1 3.1%
yosysTopAreaCellShare_pct = 71.5
synthCells = 306
yosys-top-cells-count = 112 x edfxtp_1, 63 x and2_1, 36 x xnor2_1, 23 x nor4_1, 18 x xor2_1
ys_warn_count = 27
async_flop_share_pct = 0
yosys_cells = 306
seq_area_frac_synth_pct = 71.5
numSynthFlops = 112
yosysTopAreaCell = edfxtp_1
syn_area_sq_mm = 0.00470
synth-edff-count = 112
yosys_area_sq_mm = 0.00470
most_common_cell = edfxtp_1
flop_cell = edfxtp_1

[power_and_ir_drop]
power_leakage_nw = 2.21
powerDensity_mw_per_mm2 = 446
peakVddDrop_mv = 0.248

[clocking]
cts_hold_buf = 0
clock_latency_ns = 0.35
clockRootBuffer = clkbuf_16
clk_pin_slew_ns = 0.07
cts_resized = 12
cts.sinks = 112
cts_tree = yes
post_cts_buffers = 0
cts_buffers = 9
h-tree-depth = 3
clockBufferDepth = 2

[flow_run]
drv_cap = 0
warnings = 25

[placement]
place_hpwl_microns = 7770
gp_congestion = 0.850
numPortBuffers = 116
dp_worst_setup_slack_ns = -0.148

[worst_setup_path]
rr_worst_depth = 0
critPathBufInv = 3
worstSetupPathType = input pin to output pin
cp_slowest_stage_delay_ns = 0.48
startpoint_type = input pin
cp.arrival_ns = 2.56
worstSetupEndpointType = output pin
cp.required_ns = 2.80
cp_cell_sequence = clkdlybuf4s50_1, nor4_1, buf_4, nand4_1, nor4_1, nor4_2, dlygate4sd2_1
cp_common_cell = nor4_1
r2r_setup_slack_ns = 2.87
crit_family = simple AND/OR/NAND/NOR gates
cp_max_fo = 3
r2r_start = mem_map[0][3]$_DFFE_PP_
slowest_stage = clkdlybuf4s50_1
reg2reg_to = tmp_map[3]$_DFFE_PP_

[global_route]
grt_max_degree = 65
grt_pass1_vias = 2892
overflow = 0
grt_pass1_wl_microns = 16300
grt_usage_pct = 14.0
antenna_found_initial = 1

[detailed_routing]
drc_errors = 0
via_per_inst = 4.46
routedWlPerCell_microns = 16.1
dr_total_vias = 2932
drtIter0Drc = 190
dr.pass1.iters = 4
final_antenna_net_count = 0
wirelength_microns = 10600

[layout]
area_growth_pct = 38.5
fin_util_pct = 42.7
mi_logic_area_sq_mm = 0.00131
drive_gt1_share_pct = 9.21
register_area_sq_mm = 0.00336
fillers = 1366

[min_path]
hold_depth = 0
hold_path_class = register to register
holdPathEnd = tmp_hash[5]$_DFFE_PP_
min_from = mem_hash[0][5]$_DFFE_PP_

[floorplan]
io-pin-count = 118
chipHeight_microns = 127
die_x_microns = 127
dieArea_sq_mm = 0.0162
coreArea_sq_mm = 0.0153
fp-row-count = 45
fp-utilization_pct = 30.8

[status]
status = finished clean
[layer usage]
layer / track usage [%] / share of wire (%) / up-vias / routed length (microns)
li1: - / - / 1402 / -
met1: 22.5 / 45 / 1436 / 4720
met2: 20.8 / 48 / 87 / 5060
met3: 3.71 / 6.2 / 7 / 650
met4: 2.38 / 1.1 / 0 / 119
met5: 0 / 0 / - / 0
[state kept, by name, indices dropped and copies added, names as in the netlist]
name	flops
mem_map	12
tmp_map	12
mem_data	64
mem_hash	12
tmp_hash	12
[how the worst max path moves through the flow]
stage,from,endpoint,slack (ns),cells past startpoint
finish,data[4],match,0.24,7
global route,data[4],match,0.07,7
CTS,data[4],match,0.19,7
[cell families (layout without fill, tap and decap cells)]
group	count (synthesis)	count (layout)	synth area share (%)
AND-OR/OR-AND	8	8	1.36
AND/OR/NAND/NOR	113	113	15.2
other	1	2	0.0797
buffers and inverters	17	156	1.44
flip-flops	112	112	71.5
XOR/XNOR	55	55	10.4
[cell type report]
| class | count | share of cell area (%) |
|---|---|---|
| Inverter | 9 | 0.518 |
| Tap cell | 211 | 4.05 |
| Timing Repair Buffer | 131 | 19.6 |
| Clock inverter | 7 | 0.730 |
| Clock buffer | 9 | 3.46 |
| Multi-Input combinational cell | 177 | 20.0 |
| Sequential cell | 112 | 51.6 |
| Antenna cell | 1 | 0.0384 |
[stage by stage]
stage | std cells | TNS, ns | total power, W | area, sq um
finish | 657 | 0 | 0.00290 | 6520
global route | 657 | 0 | 0.00302 | 6520
CTS | 656 | 0 | 0.00294 | 6520
detailed placement | 640 | -0.148 | 0.00198 | 6230
global placement | 640 | -0.176 | 0.00198 | 6230
floorplan | 306 | 0 | 0.00179 | 4700
[where the power goes]
part	internal (W)	total (W)	switching, W
Sequential	0.00158	0.00162	0.0000356
Combinational	0.000188	0.000336	0.000148
Clock	0.000483	0.000952	0.000469
Total	0.00225	0.00290	0.000652
[layout by cell type, fill, tap and decap left out]
| cell type | Yosys | final |
|---|---|---|
| clkbuf_16 | 0 | 9 |
| o2bb2ai_1 | 1 | 1 |
| inv_6 | 0 | 1 |
| nor4_4 | 1 | 1 |
| xor2_1 | 18 | 18 |
| xnor2_2 | 0 | 1 |
| and2_2 | 1 | 1 |
| edfxtp_1 | 112 | 112 |
| clkinv_2 | 0 | 3 |
| xor2_2 | 1 | 1 |
| nor4_2 | 1 | 4 |
| nand3_1 | 1 | 1 |
| o2111ai_1 | 1 | 1 |
| conb_1 | 1 | 1 |
| a222oi_1 | 1 | 1 |
| and3_1 | 1 | 1 |
| dlygate4sd2_1 | 0 | 8 |
| nor3_1 | 1 | 1 |
| nand2_1 | 3 | 2 |
| nor2_2 | 0 | 1 |
| a221oi_1 | 2 | 2 |
| nand4_1 | 15 | 15 |
| clkinvlp_4 | 0 | 2 |
| clkinv_4 | 0 | 1 |
| diode_2 | 0 | 1 |
| buf_4 | 1 | 14 |
| xnor2_1 | 36 | 35 |
| buf_12 | 0 | 1 |
| nor4_1 | 23 | 20 |
| clkdlybuf4s50_1 | 0 | 108 |
| inv_1 | 9 | 9 |
| and2_1 | 63 | 63 |
| o22ai_1 | 3 | 3 |
| nand2b_1 | 2 | 2 |
| nand2_2 | 0 | 1 |
Power is estimated from default activity; no workload was simulated.
