## ./design.v

```verilog
module shift_reg_64_bit
  ( input clk,
    input [7:0] data_in,
    input shift,
    output [63:0] data_out,
    output reg_full
  );
  reg [63:0] shift_reg;
  reg [3:0] num_bytes;
  initial begin
    shift_reg <= 0;
    num_bytes <= 0;
  end
  always @ (posedge clk) begin
    if (shift) begin
	shift_reg[63:56] <= data_in;
	shift_reg[55:48] <= shift_reg[63:56];
	shift_reg[47:40] <= shift_reg[55:48];
	shift_reg[39:32] <= shift_reg[47:40];
	shift_reg[31:24] <= shift_reg[39:32];
	shift_reg[23:16] <= shift_reg[31:24];
	shift_reg[15:8] <= shift_reg[23:16];
	shift_reg[7:0] <= shift_reg[15:8];
	if (num_bytes < 8)
	  num_bytes = num_bytes + 1;
    end
  end
  assign reg_full = (num_bytes == 8) ? 1'b1 : 1'b0;
  assign data_out = shift_reg;
endmodule 
```

## ./run.sh

```bash
#!/bin/bash
# OpenROAD 26Q1-2900-gdf79404cd8, Yosys 0.63+post, stock flow scripts
make -C /OpenROAD-flow-scripts/flow DESIGN_CONFIG=/design/flow/config.mk WORK_HOME=/design/flow/orfs finish
```

## ./config.mk

```make
export PLATFORM = sky130hd
export DESIGN_NAME = shift_reg_64_bit
export DESIGN_NICKNAME = shift_reg_64_bit
export VERILOG_FILES = /design/flow/design.v
export SDC_FILE = /design/flow/constraint.sdc
export NUM_CORES = 4
export LEC_CHECK = 1
export CORE_UTILIZATION = 50
```

## ./constraint.sdc

```tcl
current_design shift_reg_64_bit

set clk_period 2.0
set clk_io_pct 0.2

create_clock -name clk0 -period $clk_period [get_ports {clk}]

set non_clock_inputs [all_inputs -no_clocks]
set_input_delay [expr $clk_period * $clk_io_pct] -clock clk0 $non_clock_inputs
set_output_delay [expr $clk_period * $clk_io_pct] -clock clk0 [all_outputs]
```

==> run summary <==
Purpose: to document the outcome of synthesis and place and route.

Outcome
The flow ran to the end, and the final reports show no timing, DRC or antenna violations.

Synth
The total of warnings raised by yosys is 1. After synthesis, the chip area reported by Yosys is 2110 µm². The cell area that synthesis handed to floorplanning was 2110 µm². The synthesized flop and latch total is 68. In the synthesized netlist, the number of instances is 77.

The post-synthesis cell type count is 8. Dividing the synthesized area by the synthesized cell count gives 27.4 µm². The area share of the leading cell type in the synthesized netlist is 96.6%. Per the synthesis report, the dominant area consumer among library cells is edfxtp_1.

The portion of the post-synthesis area used by sequential elements is 96.6%. The synthesis report lists the most area-consuming cells as edfxtp_1 97%, ha_1 1.2%, and3b_2 0.47%. The synthesized netlist was found by Yosys to have 77 cells.

STA
The actual slew at the worst max-slew pin is 0.347 ns. The final-report max-slew violation count is 0. The worst hold slack after final layout is 0.442 ns. Endpoints with negative setup slack in the final report add up to 0.

Setup repair after global routing left no endpoint under its margin. The total negative slack is 0 ns. The clock period could shrink to 1.62 ns. The maximum achievable frequency is 0.618 GHz. The relative slew slack is 76.8%. Dividing the final minimum period by the clock period gives 80.9%. Clock skew on the completed layout was measured at 0.00649 ns. The final hold violation count is 0.

CTS
Counting the buffers created by CTS gives 9. Looking at the clock tree report, the root buffer type is clkbuf_8. On the reported timing paths, the clock transition at the registers reads 0.07 ns.

The clock drives 68 sinks. Counting along the longest clock path gives a buffer depth of 2. For the worst-skew pair, the clock arrives at the later sink with an insertion delay of 0.32 ns.

The H-tree generated during clock tree synthesis spans 3 levels. The CTS tree is done.

Power
The relative contribution of sequential cells to total power is 58.8%. The internal portion of the total power is 0.00238 W. The share of total power dissipated in the clock network is 34.9%.

The leakage power in the latest report is 1.14 nW. The reported net switching power is 0.000528 W. The power density over the cells is 920 nW/µm². The proportion of power drawn by combinational gates is 6.3%. Per the breakdown, switching nets consume 18.2% of all power. The worst-case vdd ir drop is 645 µV.

Floorplanning
Before placement the cells fill 52.5% of the core. The top-level I/O count is 75. The chip height is 67.0 µm. The floorplan has 23 rows. The total area inside the core boundary comes to 4030 µm². The die area is 4490 µm².

The width of the die is 67.0 µm.

GRT
The first global-routing pass estimated 4440 µm of wire. The number of global-route vias before repair is 996. The number of antenna violations at the first check in global routing was 0. Summed over all routing layers, the global router reports a total usage of 15.6%. Per the GRT congestion report, total overflow comes to 0. Entering global routing, the biggest net connects 54 pins.

Detailed routing
In this run the remaining antenna-violating nets after routing total 0. The met3 wire length is 359 µm. For this block, the routed nets add up to 3060 µm of wire. Detailed-route iteration 0 reported a violation count of 39. Per the detail_route log, the uppermost layer with routed signals is met4.

For this block, wires on met1 add up to 1270 µm. The wire length per cell after detailed routing is 13.7 µm. The number of iterations in the first detailed-routing pass is 4. The detailed router reports a met2 wire length of 1350 µm. The residual DRC count is 0.

The via density per instance is 4.74. Summing over every cut layer, the via total after detailed routing is 1,057. The routed design ends up with an antenna cell count of 0.

Setup path
For reference, the critical path cell chain is inv_2 -> ha_2 -> and3b_2 -> dlymetal6s2s_1. All stages included, the depth of the critical timing path comes to 4. For this design, the slowest cell found on the critical path is edfxtp_1.

STA classifies the critical path endpoint as a primary output. The kind of cell adding the most delay to the critical path is flip-flops. The data required time at the worst endpoint is 1.60 ns.

Counting both buffers and inverters, the worst setup path holds a total of 2. The startpoint-to-endpoint class of the critical path is reg2out. The count of cells along the worst register-to-register path is 4. Per STA, the highest per-stage delay on the worst path measures 0.41 ns. The worst setup path is launched from a flop. The peak fanout along the critical path is 2. The endpoint arrival time on the critical path is 1.22 ns.

Flow run
The number of maximum-capacitance violations is 0. The tool warning count for the run is 27.

Final layout
The non-filler instance count after layout is 223. The number of flip-flops in the largest register is 64. The utilization of the core after routing is 78.4%. The ratio of cells with drive above 1 in the final layout is 13.3%. The area added between synthesis and finish is 49.4%.

Worst hold path
The classification of the worst-slack hold path is reg2reg. The worst hold path was traced through 0 stages.

Place
The last weighted congestion value of the routability-driven placer is 0.709. Buffers placed on the I/O ports in this run total 74. The post-placement cell count is 202. In the placement report, post-DP HPWL is listed as 1890 µm.
layer usage:
| metal | global-route usage, % | vias up |
|---|---|---|
| met2 | 20.6 | 63 |
| met5 | 0 | - |
| li1 | - | 487 |
| met1 | 28.7 | 496 |
| met3 | 6.77 | 11 |
| met4 | 4.52 | 0 |
layout by cell type (no fill, tap or decap), types with 2 or more instances in the layout:
| master | Yosys | layout |
|---|---|---|
| edfxtp_1 | 68 | 68 |
| buf_4 | 0 | 5 |
| clkinv_2 | 0 | 2 |
| clkbuf_8 | 0 | 9 |
| clkdlybuf4s50_1 | 0 | 72 |
| clkinv_1 | 0 | 2 |
through the flow:
| stage | total power [W] | cell area [µm²] | setup WS (ns) |
|---|---|---|---|
| detailed placement | 0.00192 | 2930 | 0.333 |
| finish | 0.00290 | 3160 | 0.382 |
| floorplan | 0.00172 | 2110 | 0.866 |
| global route | 0.00300 | 3160 | 0.336 |
| CTS | 0.00293 | 3130 | 0.00864 |
| global placement | 0.00191 | 2930 | 0.375 |
cells by family (layout without fill, tap and decap cells):
family | Yosys count | after routing | share of synthesized area (%)
flip-flops | 68 | 68 | 96.6
AND/OR/NAND/NOR | 3 | 3 | 1.01
adder cells (fa/ha/maj) | 2 | 2 | 1.18
XOR/XNOR | 2 | 2 | 0.829
buffers and inverters | 2 | 98 | 0.355
path summary, 6_finish.rpt:
path | slack, ns | endpoint | from
worst max-delay path | 0.38 | reg_full | num_bytes[0]$_DFFE_PP_
worst min-delay path | 0.44 | shift_reg[26]$_DFFE_PP_ | shift_reg[34]$_DFFE_PP_
worst max register to register | 0.72 | num_bytes[2]$_DFFE_PP_ | num_bytes[0]$_DFFE_PP_
worst min register to register | 0.44 | shift_reg[26]$_DFFE_PP_ | shift_reg[34]$_DFFE_PP_
power groups by stage:
| stage | clock network (W) | registers, W | logic, W |
|---|---|---|---|
| after global routing | 0.00108 | 0.00172 | 0.000202 |
| final | 0.00101 | 0.00171 | 0.000183 |
| after CTS | 0.00104 | 0.00171 | 0.000184 |
repair_timing:
item                                    CTS  global route
resized                                   0             3
hold buffers                              0             0
pin swaps                                 0             1
gates cloned                              0             0
buffers inserted                          2             3
endpoints found under the setup margin    1             1
cells in the mapped netlist, drive strengths merged:
cell     n
inv      2
edfxtp  68
and3b    1
nand3    1
ha       2
xnor2    1
nor2b    1
xor2     1
layout make-up:
| type | count | area (µm²) |
|---|---|---|
| tap | 50 | 62.6 |
| clock inverter | 6 | 55.1 |
| timing repair buffer | 80 | 796 |
| multi-input combinational | 7 | 66.3 |
| clock buffer | 10 | 128 |
| inverter | 2 | 7.51 |
| fill | 232 | 872 |
| sequential | 68 | 2040 |
Power is estimated from default activity; no workload was simulated.
