==> flow/config.mk <==
export PLATFORM = sky130hd
export DESIGN_NAME = lfsr_64_bit
export DESIGN_NICKNAME = lfsr_64_bit
export VERILOG_FILES = /design/flow/design.v
export SDC_FILE = /design/flow/constraint.sdc
export NUM_CORES = 4
export LEC_CHECK = 1
export CORE_UTILIZATION = 50
==> flow/constraint.sdc <==
current_design lfsr_64_bit

set clk_period 4.7
set clk_io_pct 0.2

create_clock -name clk0 -period $clk_period [get_ports {clk}]

set non_clock_inputs [all_inputs -no_clocks]
set_input_delay [expr $clk_period * $clk_io_pct] -clock clk0 $non_clock_inputs
set_output_delay [expr $clk_period * $clk_io_pct] -clock clk0 [all_outputs]
==> flow/design.v <==
module lfsr_64_bit
  ( input clk,
    input cs,
    input rst,
    input [63:0] data_in,
    input [2:0] num_char,
    output [11:0] data_out,
    output state_out
  );
  reg [63:0] shift_reg;
  reg state;
  reg feedback;
  assign state_out = state;
  assign data_out[11:0] = shift_reg[11:0];
  always @ (posedge clk) begin
    if (!rst) begin  
	shift_reg [63:0] <= 64'b0;
	state <= 0;
    end
    else if (cs & !state) begin
	state <= 1;
	shift_reg <= data_in;
	 end
    else if (cs & state)
	shift_reg <= {shift_reg[62:0], feedback};
    else
	shift_reg <= shift_reg;
  end
  always @ (posedge clk) begin
    case(num_char)
	3'd0:	feedback = ~(shift_reg[7] ^ shift_reg[5] ^ shift_reg[4] ^ shift_reg[3]);
	3'd1: 	feedback = ~(shift_reg[15] ^ shift_reg[13] ^ shift_reg[12] ^ shift_reg[10]);
	3'd2:	feedback = ~(shift_reg[23] ^ shift_reg[22] ^ shift_reg[20] ^ shift_reg[19]);
	3'd3:	feedback = ~(shift_reg[31] ^ shift_reg[29] ^ shift_reg[25] ^ shift_reg[24]);
	3'd4:	feedback = ~(shift_reg[39] ^ shift_reg[36] ^ shift_reg[35] ^ shift_reg[34]);
	3'd5:	feedback = ~(shift_reg[47] ^ shift_reg[43] ^ shift_reg[40] ^ shift_reg[38]);
	3'd6:	feedback = ~(shift_reg[55] ^ shift_reg[53] ^ shift_reg[51] ^ shift_reg[48]);
	3'd7:	feedback = ~(shift_reg[63] ^ shift_reg[62] ^ shift_reg[60] ^ shift_reg[59]);
	default: feedback = ~(shift_reg[63] ^ shift_reg[62] ^ shift_reg[60] ^ shift_reg[59]);
    endcase
  end
endmodule
==> flow/run.sh <==
#!/bin/bash
# OpenROAD 26Q1-2900-gdf79404cd8, Yosys 0.63+post, stock flow scripts
make -C /OpenROAD-flow-scripts/flow DESIGN_CONFIG=/design/flow/config.mk WORK_HOME=/design/flow/orfs finish
==> results_slide.txt <==
Physical Implementation Snapshot

Status
  – Status: complete, no violations

Floorplanning
  – Core Region: between 0.006 and 0.007 mm²
  – DIE HEIGHT: between 80 and 90 µm
  – Top Ports: between 80 and 90
  – Die Size: about 0.007 mm²
  – Std cell rows: 29
  – Fp util: 52.0%
  – Die Width: 83.5 µm

Final layout
  – Area delta synth->final: 28.5%
  – Max reg flops: roughly 64
  – Register area: approximately 0.0013 mm²
  – Layout cells sized above 1: between 5 and 6%
  – Post-Layout Cell Count: between 400 and 500
  – FILL cells: about 500
  – Gate Area: ~0.0018 mm²

Power
  – Leak Pwr: 2.19 nW
  – Seq pwr share: between 40% and 50%
  – Gate power share: between 10% and 20%
  – Int Power: around 0.0011 W
  – Net switching power: 0.000346 W
  – Sw frac: between 20% and 30%
  – Pwr Density: 330 mW/mm²
  – Clock Power Share: between 30 and 40%
  – Worst vdd rail ir drop: 0.000173 V

Global route
  – Initial antenna violation count: 0
  – Largest net degree at the start of global routing: 93
  – Grt total ovfl: 0
  – Total GRT Usage: a little under a fifth
  – Vias in the first global route: between 2000 and 2500
  – First-pass GRT wire length: roughly 11000 µm

Logic synthesis
  – Number of enable flip-flop cells: 0
  – Synth area leader: dfxtp_1
  – Seq share, synth: between 30% and 40%
  – Synth Flop Type: dfxtp_1
  – Cell Type Count: 12
  – Adder share: 0%
  – Yosys Chip Area: about 0.0033 mm²
  – Simple Share, Synth: between 7 and 8%
  – Top cells by count, synth: 66 x dfxtp_1, 65 x mux2i_1, 64 x nand2_1, 64 x o211a_1, 17 x clkbuf_1
  – Count leader, synth: dfxtp_1
  – Synth Register Bits: between 60 and 70
  – Synth async-reset ratio: 0%
  – XOR-XNOR Cells, Area Fraction: 6.33%
  – Syn Inst Count: ~330
  – Post-Syn Area: 0.00332 mm²
  – Dominant comb cell: multiplexers
  – AO/OA Area Share: roughly a fifth
  – Largest cells by area: dfxtp_1 40%, mux2i_1 20%, o211a_1 19%
  – Yosys top cell area share: 39.8%
  – Synth Warn #: 1
  – Mux share: between 20% and 30%
  – Cell total in the yosys stat output: about 330
  – Average size of a mapped cell: 10.2 µm²

Drt
  – N_diodes: 0
  – # DRC: 0
  – WL final: 6230 µm
  – Via count: roughly 2400
  – Drt pass-1 iters: 4
  – Antenna-violating nets left: 0
  – Vias per Instance: between 5 and 6
  – Initial drt markers: a little under 100
  – Avg WL per Cell: 13.4 µm

Clocking
  – Latency at later pin: about 0.34 ns
  – Worst-case clock buffer depth: 2
  – Gates resized, CTS repair: 0
  – Clk slew on worst S/H paths: 0.07 ns
  – CTS Buf Count: 9
  – Postcts setup bufs: 0
  – Root Buffer: clkbuf_8
  – CTS tree: done
  – Hold_buf cts: 0
  – Htree depth: 3
  – Clock sinks: 66

Final timing
  – Slew headroom: ~43%
  – Worst clock skew: approximately 0.014 ns
  – Actual slew at the worst max-slew pin: about 0.85 ns
  – Final setup fails: 0
  – Total Neg Setup Slack: 0 ns
  – RSZ-0062 raised after global routing: false
  – Worst hold margin: around 0.50 ns
  – Slew Limit Fails: 0
  – Fmax: about 420 MHz
  – Minimum clock period: 2.41 ns
  – Final hold vios: 0
  – Period utilization: 51.3%

Placed design
  – RePlAce Congestion: just under 0.8
  – IO buf count: between 80 and 90
  – Post-DP HPWL: ~3800 µm
  – Placed insts: ~450

Setup path
  – Crit Path Max Fanout: 23
  – R2R Setup Slk: ~2.8 ns
  – Slowest CP cell: dfxtp_4
  – Data required, critical path: 3.76 ns
  – Crit path DAT: 1.47 ns
  – Delay-heaviest family, CP: flip-flops
  – Worst path buffer plus inverter count: 1
  – WS Path Type: reg2out
  – CP Cell Sequence: clkdlybuf4s50_1
  – CP max stage delay: around 0.60 ns
  – Crit start category: flip-flop
  – Crit end category: output pin

Worst hold path
  – HP Class: reg2reg

Flow run
  – Max Cap Violations: 0
  – Tool Warnings: 26
## cell type report
cell class / instances / share of cell area, %
multi-input cells: 220 / 42.1
flip-flops and latches: 66 / 31.1
repair buffers: 85 / 19.6
clock buffers: 13 / 3.99
well taps: 77 / 2.26
clock inverters: 3 / 1.06
## power by group through the flow
stage	clock (W)	combinational, W	sequential (W)
finish	0.000504	0.000259	0.000642
global route	0.000548	0.000284	0.000649
CTS	0.000520	0.000261	0.000643
## metrics by stage
step	util (%)	worst slack (ns)	total power, W	cell area, µm²
final	66.8	2.29	0.00141	4270
after CTS	66.8	2.25	0.00142	4270
after global placement	63.4	2.32	0.000911	4050
after floorplan	-	2.95	0.000822	3320
after global routing	66.8	2.23	0.00148	4270
after detailed placement	63.4	2.30	0.000915	4050
## per-layer routing
metal	wire length [µm]	vias up	global-route usage, %
li1	-	1265	-
met1	3120	1115	29.7
met2	2740	55	28.5
met3	281	11	2.81
met4	95	0	3.39
met5	0	-	0
## path summary, 6_finish.rpt
kind                                    start       endpoint  cells past startpoint
worst min register to register  shift_reg[33]  shift_reg[33]                      1
worst max register to register          state  shift_reg[35]                      4
worst max-delay path                    state      state_out                      1
worst min-delay path            shift_reg[33]  shift_reg[33]                      1
## placed cells by master, fill, tap and decap left out, drive strengths merged
master         Yosys  routed
buf               23       5
bufinv             0       1
clkbuf            17      13
clkdlybuf4s50      0      80
clkinvlp           0       2
dfxtp             66      66
mux2i             65      65
mux4               2       2
nand2             64      64
o211a             64      64
o21a               1       1
xnor2             16      16
xor2               8       8
## cell families (layout without fill, tap and decap cells)
logic type | count (synthesis) | count (layout)
AOI/OAI and AO/OA | 65 | 65
muxes | 67 | 67
xor gates and xnor gates | 24 | 24
DFF | 66 | 66
and+or+nand+nor | 64 | 64
buffers and inverters | 40 | 101
Power figures rest on the tool's default switching activity, not on a simulated workload.
